**/design/flow/run.sh**
```bash
#!/bin/bash
# OpenROAD 26Q1-2900-gdf79404cd8, Yosys 0.63+post, stock flow scripts
make -C /OpenROAD-flow-scripts/flow DESIGN_CONFIG=/design/flow/config.mk WORK_HOME=/design/flow/orfs finish
```
**/design/flow/config.mk**
```make
export PLATFORM = sky130hd
export DESIGN_NAME = uart_rx
export DESIGN_NICKNAME = uart_rx
export VERILOG_FILES = /design/flow/design.v
export SDC_FILE = /design/flow/constraint.sdc
export NUM_CORES = 4
export LEC_CHECK = 1
export CORE_UTILIZATION = 30
```
**/design/flow/constraint.sdc**
```tcl
current_design uart_rx

set clk_period 2.4
set clk_io_pct 0.2

create_clock -name clk0 -period $clk_period [get_ports {clk}]

set non_clock_inputs [all_inputs -no_clocks]
set_input_delay [expr $clk_period * $clk_io_pct] -clock clk0 $non_clock_inputs
set_output_delay [expr $clk_period * $clk_io_pct] -clock clk0 [all_outputs]
```
**/design/flow/design.v**
```verilog
module uart_rx #(
    parameter integer BAUD_DIV = 434    
) (
    input  wire       clk,
    input  wire       rst_n,
    input  wire       rx,
    output reg        rx_valid,
    output reg  [7:0] rx_data
);
reg rx_s1, rx_sync;
always @(posedge clk or negedge rst_n) begin
    if (!rst_n) begin rx_s1 <= 1'b1; rx_sync <= 1'b1; end
    else        begin rx_s1 <= rx;   rx_sync <= rx_s1; end
end
localparam integer HALF_DIV = BAUD_DIV / 2;
reg [$clog2(BAUD_DIV+1)-1:0] baud_cnt;
reg [3:0]  bit_cnt;     
reg [7:0]  shift_reg;
reg        active;
always @(posedge clk or negedge rst_n) begin
    if (!rst_n) begin
        baud_cnt  <= '0;
        bit_cnt   <= 4'd0;
        shift_reg <= 8'd0;
        active    <= 1'b0;
        rx_valid  <= 1'b0;
        rx_data   <= 8'd0;
    end else begin
        rx_valid <= 1'b0;
        if (!active) begin
            if (!rx_sync) begin
                active   <= 1'b1;
                baud_cnt <= HALF_DIV[$clog2(BAUD_DIV+1)-1:0];  
                bit_cnt  <= 4'd0;
            end
        end else begin
            if (baud_cnt == '0) begin
                baud_cnt <= BAUD_DIV[$clog2(BAUD_DIV+1)-1:0] - 1;
                case (bit_cnt)
                    4'd0: begin
                        if (rx_sync) active <= 1'b0;
                        else         bit_cnt <= 4'd1;
                    end
                    4'd1,4'd2,4'd3,4'd4,
                    4'd5,4'd6,4'd7,4'd8: begin
                        shift_reg <= {rx_sync, shift_reg[7:1]};  
                        bit_cnt   <= bit_cnt + 4'd1;
                    end
                    4'd9: begin
                        if (rx_sync) begin    
                            rx_data  <= shift_reg;
                            rx_valid <= 1'b1;
                        end
                        active  <= 1'b0;
                        bit_cnt <= 4'd0;
                    end
                    default: active <= 1'b0;
                endcase
            end else begin
                baud_cnt <= baud_cnt - 1;
            end
        end
    end
end
endmodule
```
==> impl_metrics.yaml <==
# implementation run metrics
cts:
  clock_latency_ns: 0.28
  cts_tree: "yes"
  clockBufferDepth: 2
  htreeDepth: 2
  cts-resized-gates: 0
  clock_sink_count: 33
  path_clk_slew_ns: 0.07
  cts_buffers: 5
  cts_hold_buf: 0
  cts_root_buf: "clkbuf_8"
  post_cts.repair.setup_buffers: 0
worst_setup_path:
  worstSetupPathType: "reg -> reg"
  cp-end-kind: "flop"
  slowest_stage: "a2111oi_1"
  slowest_delay_ns: 0.42
  crit_required_ns: 2.57
  cp-start-kind: "flop"
  path_cells: "inv_1 > ha_1 > a2111oi_1 > buf_4 > o2111ai_1 > o211ai_1 > nor4b_1 > a211o_1"
  worstPathArrival_ns: 2.44
  crit_fanout: 6
final_layout:
  utilization_pct: 39.7
  final_common_cell: "dfrtp_1"
  layout_top_cells: "30 x dfrtp_1, 16 x mux2_2, 11 x clkdlybuf4s50_1"
  drive_gt1_share_pct: 25.9
  area_delta_synth_final_pct: 23.1
  largest_register_ffs: 9
grt:
  grt_pass1_vias: 1013
  grt.total_usage_pct: 11.6
  grt_pass1_wl_um: 4810
  grt_overflow: 0
  antenna_found_initial: 0
  grt_max_degree: 34
final_timing:
  final-hold-violation-count: 0
  finalCriticalPeriod_ns: 2.27
  tns_ns: 0
  finClkSkew_ns: 0.00279
  slew_violations: 0
  fmax_mhz: 441
  fin_crit_sh_pct: 94.5
  slew-limit-headroom_pct: 67.5
  finalSetupViolCount: 0
  tightest_slew_ns: 0.484
  grt_setup_unrepaired: "false"
synth:
  ys_seq_share_pct: 52.7
  syn_avg_cell_area_um2: 11.7
  yosys_cells: 135
  ys_ff: 33
  yosysUniqueCellTypes: 40
  ys_chip_area_mm2: 0.00157
  syn_inst: 135
  synthesis.area_mm2: 0.00157
  ys_warn_count: 1
place:
  routabilityCongestion: 0.875
  portBuffers: 11
  dp_hpwl_um: 1880
floorplanning:
  die_height_um: 74.4
  pin_count: 12
  core-area_mm2: 0.00488
  rows: 25
  fp.dieW_um: 74.4
  initCoreUtil_pct: 32.2
  die-area_mm2: 0.00554
routing:
  met1Wirelength_um: 1460
  vias: 1133
  viasPerCell: 5.04
  firstDrtPassIters: 4
  highest_layer: "met3"
  drt_iter0_drc: 143
  wl_met2_um: 1260
  route.met3.wl_um: 167
  drc: 0
  antenna_cells_inserted: 0
  drt_wl_total_um: 2880
  ant_nets: 0
  wl_per_cell_um: 12.8
min_path:
  hp-class: "reg -> reg"
run_status:
  status: "complete, no violations"
pwr:
  ir_worst_vdd_v: 0.000460
  power_leakage_uw: 0.000822
  p_per_area_mw_per_mm2: 579
job:
  warnings: 28
  drv_cap: 0
## metal layers
layer | track usage, % | vias up
li1 | - | 547
met1 | 18.5 | 551
met4 | 1.26 | 0
met5 | 0 | -
met2 | 16.5 | 35
met3 | 3.57 | 0
## through the flow
step,cell area [um2],power (uW),hold slack [ns],cells,worst slack [ns]
finish,1940,1120,0.357,225,0.132
global route,1940,1160,0.365,225,0.00513
CTS,1920,1130,0.357,225,0.0544
detailed placement,1800,589,0.347,217,0.0749
global placement,1800,589,0.346,217,0.181
floorplan,1570,572,0.184,135,0.137
## critical path: cells and delay by family (launching register included)
kind | cells | cell delay, ns
adders and majority gates | 1 | 0.22
AOI/OAI and AO/OA | 4 | 1.17
and+or+nand+nor | 1 | 0.09
DFF | 1 | 0.41
buffers and inverters | 2 | 0.26
## synthesized netlist by cell type
cell,count,area share (%)
dfrtp_1,31,49
mux2_2,16,11
o21ai_0,11,3.5
nand2_1,8,1.9
a21oi_1,7,2.2
inv_1,6,1.4
ha_1,5,4.0
nor2_1,5,1.2
nand3_1,4,1.3
nor3_1,3,0.95
a211o_1,2,1.1
dfstp_2,2,3.3
nand3b_1,2,0.95
nor3b_1,2,0.95
nor4_1,2,0.80
nor4b_1,2,1.1
o211ai_1,2,0.95
o31ai_1,2,0.95
or4_1,2,0.95
a2111oi_0,1,0.56
a211oi_1,1,0.48
a21o_1,1,0.48
a32o_1,1,0.64
and3_1,1,0.40
buf_1,1,0.24
clkbuf_1,1,0.24
inv_2,1,0.24
mux2i_1,1,0.64
nand4_1,1,0.40
nand4b_2,1,0.95
nor2b_1,1,0.40
nor4_4,1,1.4
o2111ai_1,1,0.56
o21a_1,1,0.48
o221a_2,1,0.72
o22ai_1,1,0.40
or2_2,1,0.40
or3_4,1,0.72
or4_4,1,0.72
or4b_2,1,0.64
## cell type report
cell class	count	area [um2]
Clock buffer	6	82.6
Sequential cell	33	830
Timing Repair Buffer	17	155
Tap cell	67	83.8
Inverter	7	26.3
Multi-Input combinational cell	93	721
Clock inverter	2	37.5
Fill cell	458	2940
## cells by family after synthesis
logic type | after synthesis | synth area share, %
mux | 17 | 12.1
compound gates | 32 | 13.0
simple gates | 39 | 16.1
fa+ha+maj | 5 | 3.98
flops | 33 | 52.7
buf+inv | 9 | 2.15
## power by group
group	internal [uW]	switching (uW)
logic	4.56	11.6
clock network	337	205
registers	559	2.45
## final timing paths
| kind | from | end | slack [ns] | cells past startpoint |
|---|---|---|---|---|
| min in group asynchronous | rst_n | bit_cnt[2] | 0.60 | 2 |
| worst min register to register | rx_s1 | rx_sync | 0.36 | 0 |
| worst max-delay path | bit_cnt[0] | bit_cnt[2] | 0.13 | 8 |
| max in group asynchronous | rst_n | rx_sync | 1.48 | 2 |
| worst max register to register | bit_cnt[0] | bit_cnt[2] | 0.13 | 8 |
| worst min-delay path | rx_s1 | rx_sync | 0.36 | 0 |
Power and IR drop assume default switching activity.
