==> flow/design.v <==
module uart_tx #(
    parameter integer BAUD_DIV = 434
) (
    input  wire       clk,
    input  wire       rst_n,
    input  wire       tx_valid,
    input  wire [7:0] tx_data,
    output reg        tx_ready,
    output reg        tx
);
reg [$clog2(BAUD_DIV+1)-1:0] baud_cnt;
reg [9:0]  shift_reg;    
reg [3:0]  bit_cnt;      
reg        active;
always @(posedge clk or negedge rst_n) begin
    if (!rst_n) begin
        baud_cnt <= '0;
        shift_reg<= 10'h3FF;    
        bit_cnt  <= 4'd0;
        active   <= 1'b0;
        tx_ready <= 1'b1;
        tx       <= 1'b1;       
    end else begin
        if (!active) begin
            tx_ready <= 1'b1;
            tx       <= 1'b1;
            if (tx_valid) begin
                shift_reg <= {1'b1, tx_data, 1'b0};
                bit_cnt   <= 4'd0;
                baud_cnt  <= BAUD_DIV[$clog2(BAUD_DIV+1)-1:0] - 1;
                active    <= 1'b1;
                tx_ready  <= 1'b0;
            end
        end else begin
            if (baud_cnt == '0) begin
                baud_cnt  <= BAUD_DIV[$clog2(BAUD_DIV+1)-1:0] - 1;
                tx        <= shift_reg[0];
                shift_reg <= {1'b1, shift_reg[9:1]};   
                bit_cnt   <= bit_cnt + 4'd1;
                if (bit_cnt == 4'd9) begin              
                    active <= 1'b0;
                end
            end else begin
                baud_cnt <= baud_cnt - 1;
                tx       <= shift_reg[0];   
            end
        end
    end
end
endmodule
==> flow/run.sh <==
#!/bin/bash
# OpenROAD 26Q1-2900-gdf79404cd8, Yosys 0.63+post, stock flow scripts
make -C /OpenROAD-flow-scripts/flow DESIGN_CONFIG=/design/flow/config.mk WORK_HOME=/design/flow/orfs finish
==> flow/config.mk <==
export PLATFORM = sky130hd
export DESIGN_NAME = uart_tx
export DESIGN_NICKNAME = uart_tx
export VERILOG_FILES = /design/flow/design.v
export SDC_FILE = /design/flow/constraint.sdc
export NUM_CORES = 4
export LEC_CHECK = 1
export CORE_AREA = 10 10 101 101
export DIE_AREA = 0 0 111 111
==> flow/constraint.sdc <==
current_design uart_tx

set clk_period 4.2
set clk_io_pct 0.2

create_clock -name clk0 -period $clk_period [get_ports {clk}]

set non_clock_inputs [all_inputs -no_clocks]
set_input_delay [expr $clk_period * $clk_io_pct] -clock clk0 $non_clock_inputs
set_output_delay [expr $clk_period * $clk_io_pct] -clock clk0 [all_outputs]
==> impl_metrics.env <==
# implementation run metrics
export IMPL_outcome="complete, no violations"
export IMPL_setup_violations=0
export IMPL_ys_sh_aoi_pct=18.0
export IMPL_netlist_area_leader_share_pct=28.8
export IMPL_first_iter_violations=59
export IMPL_avgSynthCellArea_um2=10.2
export IMPL_drt_pass1_iterations=5
export IMPL_final_util_pct=18.4
export IMPL_yosys_stat_area_um2=1220
export IMPL_flop_cell="dfrtp_1"
export IMPL_endpoint_kind="register"
export IMPL_ys_cells=119
export IMPL_die_w_um=111
export IMPL_cts_clk_slew_worst_paths_ns=0.09
export IMPL_drtAntennaViolNets=0
export IMPL_num_vias=873
export IMPL_synthXorXnorAreaFrac_pct=3.60
export IMPL_ys_sh_simple_pct=18.0
export IMPL_crit_cells=6
export IMPL_setup_ws_ns=1.72
export IMPL_row_count=33
export IMPL_whs_ns=0.472
export IMPL_pwr_density_cell_nw_per_um2=428
export IMPL_hold_depth=2
export IMPL_overflow=0
export IMPL_min_period_ns=2.48
export IMPL_relSlewSlack_pct=51.3
export IMPL_ys_types=32
export IMPL_report_final_slew_viol_count=0
export IMPL_drv_cap=0
export IMPL_ctsHoldBuffers=0
export IMPL_leakagePower_uw=0.000546
export IMPL_ios=13
export IMPL_cts_setup_buffers=0
export IMPL_portBuffers=12
export IMPL_drive_above_1_share_pct=15.3
export IMPL_numSynthFlops=25
export IMPL_yosysMostFrequentCell="dfrtp_1"
export IMPL_required_ns=4.41
export IMPL_crit_fanout=18
export IMPL_use_met2_pct=5.19
export IMPL_clock_latency_ns=0.27
export IMPL_syn_cell_area_um2=1220
export IMPL_cts_resized=0
export IMPL_path_delay_family="simple AND/OR/NAND/NOR gates"
export IMPL_logic_family="AND-OR/OR-AND gates"
export IMPL_wl_um=2450
export IMPL_crit_arrival_ns=2.69
export IMPL_root_buffer="clkbuf_8"
export IMPL_yosysTopAreaCell="dfrtp_1"
export IMPL_ys_warn_count=1
export IMPL_use_met3_pct=2.13
export IMPL_ys_seq_share_pct=52.6
export IMPL_edf_count=0
export IMPL_synth_cells=119
export IMPL_die_area_um2=12300
export IMPL_cts_sinks=25
export IMPL_first_global_vias=897
export IMPL_cts_tree="built"
export IMPL_clock_path_buffers=2
export IMPL_htreeDepth=1
export IMPL_hpwl_um=1740
export IMPL_core_um2=8130
export IMPL_worst_setup_path_start_kind="register"
export IMPL_place_ws_ns=1.81
export IMPL_path_cells="inv_1 > ha_1 > nor3b_1 > nand4_1 > nand2_1 > o22a_1"
export IMPL_ys_top_cells_by_area="dfrtp_1 (29%), dfstp_2 (24%), o22a_1 (5.0%), nand3_1 (3.7%), o21a_1 (3.7%)"
export IMPL_grt_max_degree=26
export IMPL_use_met1_pct=5.76
export IMPL_hold_class="register to register"
export IMPL_fin_skew_ns=0.00815
export IMPL_viasPerCell=3.70
export IMPL_worst_pin_slew_ns=0.728
export IMPL_grt_busiest_layer="met1"
export IMPL_area_growth_pct=22.7
export IMPL_antenna_found_initial=0
export IMPL_warnings=26
export IMPL_max_freq_ghz=0.403
export IMPL_drt_wirelength_per_cell_um=10.4
export IMPL_crit_path_max_incr_delay_ns=0.67
export IMPL_ys_sh_adder_pct=3.09
export IMPL_fp_utilization_pct=15.0
export IMPL_gp_congestion=0.813
export IMPL_async_reset_ff_share_pct=100
export IMPL_crit_slowest_cell="nand4_1"
export IMPL_fp_dieH_um=111
export IMPL_fin_total_pwr_uw=639
export IMPL_reg2regPathDepth=6
export IMPL_tns_ns=0
export IMPL_ir_worst_vdd_v=0.000180
export IMPL_yosys_top_cells_count="dfrtp_1 (14), dfstp_2 (11), nand3_1 (9), nor2_1 (9)"
export IMPL_mux_share_pct=0
export IMPL_diodes=0
export IMPL_cts_buffers=3
export IMPL_hold_viol=0
export IMPL_finalCritPeriodShare_pct=59.1
export IMPL_grt_pass1_wl_um=4200
export IMPL_drc=0
export IMPL_rsz0062_at_grt="false"
export IMPL_track_usage_pct=3.95
export IMPL_worst_path_buf_inv=1
export IMPL_worstSetupPathType="register to register"
==> layer usage <==
metal | part of all wire (%) | vias up
li1 | - | 449
met1 | 51 | 406
met2 | 38 | 16
met3 | 10 | 2
met4 | 0.74 | 0
met5 | 0 | -
==> final cells by class <==
cell class              count  area [µm²]
clock buffers               4        45.0
inverters                   8        30.0
flip-flops and latches     25         639
fillers                   878        6640
well taps                 105         131
multi-input cells          81         519
repair buffers             13         128
==> path summary, 6_finish.rpt <==
path / startpoint / end / slack [ns]
setup / recovery: baud_cnt[0]$_DFFE_PN0P_ / shift_reg[8]$_DFFE_PN1P_ / 1.72
hold / removal: tx_ready$_DFFE_PN1N_ / tx_ready$_DFFE_PN1N_ / 0.47
setup reg to reg: baud_cnt[0]$_DFFE_PN0P_ / shift_reg[8]$_DFFE_PN1P_ / 1.72
hold reg to reg: tx_ready$_DFFE_PN1N_ / tx_ready$_DFFE_PN1N_ / 0.47
max in group asynchronous: rst_n / shift_reg[7]$_DFFE_PN1P_ / 2.98
min in group asynchronous: rst_n / baud_cnt[1]$_DFFE_PN0P_ / 0.92
==> per-stage QoR <==
step	area, µm²	std cells
2_1_floorplan	1220	119
3_3_place_gp	1450	232
3_5_place_dp	1450	232
4_1_cts	1490	236
5_1_grt	1490	236
6_report	1490	236
==> power breakdown <==
part / switching (µW) / internal, µW
combinational: 66.0 / 77.2
clock: 72.6 / 67.7
sequential: 52.3 / 303
==> cells in the final DEF (no fill, tap or decap), drive strengths merged <==
cell type	n
o31ai	1
xor2	2
o22ai	1
a31o	1
nor2	9
o32ai	1
or2	1
buf	1
o21ai	7
a21oi	3
inv	8
dfstp	11
or3b	1
a31oi	5
clkdlybuf4s50	12
nor3	5
nand2b	1
nand2	8
or3	1
nor4	2
dfrtp	14
o21a	6
nand4	2
or4	1
nand3	9
ha	3
xnor2	3
clkbuf	4
o22a	7
nor3b	1
==> cells by family after synthesis <==
kind of cell | count (synthesis)
compound gates | 32
xor+xnor | 5
fa+ha+maj | 3
buf+inv | 13
flops | 25
simple gates | 41
==> tightest hold or removal path, cell delays in order (launching register included) <==
cell and delay [ns]:
dfstp_2 0.38, nand2_1 0.05, nand2_1 0.05
Power and IR drop assume default switching activity.
